===== ./design.v =====
module FIFO_MEM #(
    parameter DSIZE = 8,
    parameter ASIZE = 4
) (
    input wclk,
    input [DSIZE-1:0] wdata,
    input wclken,
    input [ASIZE-1:0] waddr,
    output [DSIZE-1:0] rdata,
    input [ASIZE-1:0] raddr
);
localparam DEPTH = 1 << ASIZE;
reg [DSIZE-1:0] mem [0:DEPTH-1];
always @(posedge wclk) begin
    if(wclken) mem[waddr] <= wdata;
end
assign rdata = mem[raddr];
endmodule
`timescale 1ns / 1ps
module FIFO_TOP #( 
    parameter DSIZE=8,
    parameter ASIZE =4
)(
    input wclk,
    input wrst_n,
    input [DSIZE-1:0] wdata,
    input w_valid,
    output wfull,
    input rclk,
    input rrst_n,
    output [DSIZE-1:0] rdata,
    input r_valid,
    output rempty
);
wire [ASIZE-1:0] waddr,raddr;
wire [ASIZE:0] wptr,rptr,wq2_rptr,rq2_wptr;
assign wclken = (w_valid & ~wfull );
FIFO_MEM #(.DSIZE(DSIZE),.ASIZE(ASIZE)) fifo_mem            (.wclk(wclk),
                                                        .wclken(wclken),
                                                        .wdata(wdata),
                                                        .rdata(rdata),
                                                        .waddr(waddr),
                                                        .raddr(raddr));
WPTR_FULL #(.ASIZE(ASIZE)) wptr_full                       (.wclk(wclk),
                                                        .wrst_n(wrst_n),
                                                        .winc(w_valid),
                                                        .wfull(wfull),
                                                        .waddr(waddr),
                                                        .wptr(wptr),
                                                        .wq2_rptr(wq2_rptr));
RPTR_EMPTY #(.ASIZE(ASIZE)) rptr_empty                     (.rclk(rclk),
                                                        .rrst_n(rrst_n),
                                                        .rinc(r_valid),
                                                        .rempty(rempty),
                                                        .raddr(raddr),
                                                        .rptr(rptr),
                                                        .rq2_wptr(rq2_wptr));
dff_sync #(.WIDTH(ASIZE)) r2w_sync                    (.clk(wclk),
                                                        .rst_n(wrst_n),
                                                        .async(rptr),
                                                        .sync(wq2_rptr));
dff_sync #(.WIDTH(ASIZE)) w2r_sync                    (.clk(rclk),
                                                        .rst_n(rrst_n),
                                                        .async(wptr),
                                                        .sync(rq2_wptr));
endmodule
module RPTR_EMPTY #(
    parameter ASIZE=4
) (
    input rinc,
    input rclk,
    input rrst_n,
    input [ASIZE:0] rq2_wptr,
    output reg rempty,
    output [ASIZE-1:0] raddr,
    output reg [ASIZE:0] rptr
);
reg [ASIZE:0] bin;
wire [ASIZE:0] binnext,bin2grey;
wire empty_val;
always @(posedge rclk or negedge rrst_n) begin
    if(!rrst_n) begin
        bin <= 0;
        rptr <= 0;
    end
    else begin
        bin <= binnext;  
        rptr <= bin2grey;  
    end
end
assign binnext = bin + (rinc & ~rempty);
assign bin2grey = (binnext >> 1) ^ binnext ;
assign raddr = bin[ASIZE-1:0];
assign empty_val = (bin2grey == rq2_wptr);
always @(posedge rclk or negedge rrst_n) begin
    if(!rrst_n) rempty <= 1'b0;
    else rempty <= empty_val;
end
endmodule
module WPTR_FULL #(
    parameter ASIZE=4
) (
    input winc,
    input wclk,
    input wrst_n,
    input [ASIZE:0] wq2_rptr,
    output reg wfull,
    output [ASIZE-1:0] waddr,
    output reg [ASIZE:0] wptr
);
reg [ASIZE:0] bin;
wire [ASIZE:0] binnext,bin2grey;
wire wfull_val;
always @(posedge wclk or negedge wrst_n) begin
    if(!wrst_n) begin
        bin <= 0;
        wptr <= 0;
    end
    else begin
        bin <= binnext;  
        wptr <= bin2grey;  
    end
end
assign binnext = bin + (winc & ~wfull);
assign bin2grey = (binnext >> 1) ^ binnext ;
assign waddr = bin[ASIZE-1:0];
assign wfull_val = (bin2grey == {~wq2_rptr[ASIZE:ASIZE-1],wq2_rptr[ASIZE-2:0]});
always @(posedge wclk or negedge wrst_n) begin
    if(!wrst_n) wfull <= 1'b0;
    else wfull <= wfull_val;
end
endmodule
module dff_sync #(
    parameter WIDTH = 4
) (
    input [WIDTH:0] async,
    input clk,
    input rst_n,
    output reg [WIDTH:0] sync
);
reg [WIDTH-1:0] meta;
always @(posedge clk or negedge rst_n) begin
    if(!rst_n) begin
        sync <= {WIDTH{1'b0}};
        meta <= {WIDTH{1'b0}};
    end
    else begin
        meta <= async;
        sync <= meta;
    end
end
endmodule

===== ./run.sh =====
#!/bin/bash
# OpenROAD 26Q1-2900-gdf79404cd8, Yosys 0.63+post, stock flow scripts
make -C /OpenROAD-flow-scripts/flow DESIGN_CONFIG=/design/flow/config.mk WORK_HOME=/design/flow/orfs finish

===== ./config.mk =====
export PLATFORM = sky130hd
export DESIGN_NAME = FIFO_TOP
export DESIGN_NICKNAME = FIFO_TOP
export VERILOG_FILES = /design/flow/design.v
export SDC_FILE = /design/flow/constraint.sdc
export NUM_CORES = 4
export LEC_CHECK = 1
export CORE_UTILIZATION = 50

===== ./constraint.sdc =====
current_design FIFO_TOP

set clk_period 5.9
set clk_io_pct 0.2

create_clock -name clk0 -period $clk_period [get_ports {rclk}]
create_clock -name clk1 -period $clk_period [get_ports {wclk}]

set non_clock_inputs [all_inputs -no_clocks]
set_input_delay [expr $clk_period * $clk_io_pct] -clock clk0 $non_clock_inputs
set_output_delay [expr $clk_period * $clk_io_pct] -clock clk0 [all_outputs]

==> impl_metrics.py <==
# Metrics from the implementation run
metrics = {
    "power_and_ir_drop": {
        "total_leakage_power_nw": 2.654,
        "power_density_nw_per_um2": 521.4,
        "p_clk_share_pct": 31.7,
        "p_switching_w": 0.001056,
        "ir_drop_mv": 0.2892,
        "internal_power_w": 0.002860,
        "switching_share_pct": 26.97,
        "seq_power_share_pct": 41.2,
        "p_comb_share_pct": 27.1,
    },
    "sta": {
        "rsz0062_at_grt": "false",
        "timing.final.hold_violations": 0,
        "hold-worst-slack_ps": 196.2,
        "finalSetupViolCount": 0,
        "tns_ps": 0,
        "skew_ps": 6.426,
        "slew_headroom_pct": 33.53,
        "tightest_slew_ps": 993.4,
        "timing.final.max_slew_violations": 0,
    },
    "synthesis": {
        "flop_cell": "edfxtp_1",
        "ys_area_um2": 6344,
        "ys_types": 32,
        "postSynthAreaPerCell_um2": 22.03,
        "synthCells": 288,
        "ys_cells": 288,
        "yosys.area.top_type_share_pct": 60.59,
        "netlist_area_um2": 6344,
        "ys_ff": 164,
        "synth_warnings": 5,
        "ys_top_cells_by_area": "edfxtp_1 61%, dfrtp_1 14%, mux4_2 7.5%",
        "synthArstFlopShare_pct": 21.95,
        "edf_count": 128,
        "top_area_cell": "edfxtp_1",
        "ys_seq_share_pct": 74.79,
    },
    "setup_path": {
        "startpoint_type": "flop",
        "reg2reg_slack_ps": 3350,
        "crit_chain": "buf_4 -> mux4_1 -> mux4_2 -> clkdlybuf4s50_1",
        "arrival_ps": 2880,
        "worstPathMaxFanout": 20,
        "crit_required_ps": 4720,
        "crit_family": "multiplexers",
        "crit_slowest_cell": "dfrtp_2",
        "crit_path_end_kind": "primary output",
        "cp.buffers_inverters": 2,
        "slowest_delay_ps": 660,
        "crit_type": "reg -> out",
    },
    "status": {
        "status": "completed",
    },
    "floorplan": {
        "fp-row-count": 40,
        "dieArea_um2": 13140,
        "die_width_um": 114.6,
        "num_io_pins": 24,
        "core_area_um2": 12210,
        "fp_util_pct": 51.95,
        "die_h_um": 114.6,
    },
    "routing": {
        "post_drt_wl_per_cell_um": 22.25,
        "drt-pass1-iter-count": 6,
        "drt-total-wl_um": 11620,
        "drt-initial-drc-count": 198,
        "num_antenna_cells": 0,
        "remaining_drc_errors": 0,
        "ant_nets": 0,
        "dr_total_vias": 2873,
        "via_per_inst": 5.504,
    },
    "finish": {
        "drive_above_1_share_pct": 22.60,
        "stdcell_area_um2": 7512,
        "areaGrowthSynthToFinish_pct": 18.42,
        "final_core_util_pct": 61.52,
    },
    "cts": {
        "hold_buffers": 0,
        "cts_sinks": 164,
        "path_clk_slew_ps": 60,
        "cts_tree": "yes",
        "cts_setup_buffers": 0,
        "cts_resized": 0,
    },
    "placement": {
        "gp_congestion": 0.7594,
        "post-dp-hpwl_um": 7270,
        "placement.cell_area_um2": 6812,
        "portBuffers": 22,
    },
    "global_route": {
        "grt_pass1_vias": 3164,
        "grt_pass1_wl_um": 18080,
        "antenna_found_initial": 0,
        "overflow": 0,
        "grt_usage_pct": 21.91,
        "grt_max_degree": 21,
    },
    "flow_run": {
        "cap_viol_max_count": 0,
        "tool_warnings": 27,
    },
    "worst_hold_path": {
        "hold_class": "reg -> reg",
    },
}
## routing by layer
layer	up-vias	global-route usage, %	share of wire (%)
met5	-	0	0
met1	1427	33.73	39
met3	11	14.78	14
met2	155	30.10	46
li1	1280	-	-
met4	0	2.684	1.4
## power groups by stage
stage                 combinational (W)  sequential [W]  clock (W)
final                           0.00106         0.00161    0.00124
after global routing            0.00117         0.00164    0.00131
after CTS                       0.00109         0.00162    0.00126
## sequential cells by signal, indices dropped and copies added, names as in the netlist
name               count
fifo_mem.mem         128
r2w_sync.meta          4
r2w_sync.sync          4
rptr_empty.bin         5
rptr_empty.rempty      1
rptr_empty.rptr        4
w2r_sync.meta          4
w2r_sync.sync          4
wptr_full.bin          5
wptr_full.wfull        1
wptr_full.wptr         4
## synth_stat cells, types with 2 or more instances
cell type and number:
xnor2_1 6, mux2i_1 3, edfxtp_1 128, and2_1 2, buf_6 5, xor2_1 15, nand3_1 6, nor2_1 13
nand2b_1 2, nand3b_1 2, inv_1 3, mux4_2 21, buf_12 2, mux4_1 17, nor3_1 4, dfrtp_1 36
nor2b_1 3, ha_1 5, buf_2 2
## logic make-up after synthesis
kind of cell	after synthesis	share of synthesized area, %
flip-flops	164	74.79
multiplexers	41	14.97
AND/OR/NAND/NOR	36	2.978
XOR/XNOR	23	3.511
buffers and inverters	13	1.972
AND-OR/OR-AND	6	0.7888
adder cells (fa/ha/maj)	5	0.9862
## placed cells by master (no fill, tap or decap), types with 4 or more instances in the layout
master	Yosys	routed
clkdlybuf4s50_1	0	22
clkinvlp_4	0	4
xor2_1	15	15
nor3_1	4	4
mux4_1	17	17
edfxtp_1	128	128
dfrtp_1	36	35
xnor2_1	6	6
ha_1	5	5
nor2_1	13	13
nand3_1	6	6
mux4_2	21	21
bufinv_16	0	4
clkbuf_16	0	20
buf_4	1	20
## layout make-up
type / instances / area [µm²]
Fill cell: 873 / 4700
Timing Repair Buffer: 42 / 370.4
Sequential cell: 164 / 4746
Clock inverter: 13 / 186.4
Inverter: 3 / 11.26
Multi-Input combinational cell: 111 / 1474
Clock buffer: 21 / 514.2
Tap cell: 168 / 210.2
## worst paths after layout
path / start / end / cells past startpoint
setup / recovery: rptr_empty.bin[0]$_DFF_PN0_ / rdata[1] / 4
hold / removal: rptr_empty.rptr[0]$_DFF_PN0_ / r2w_sync.meta[0]$_DFF_PN0_ / 0
setup reg to reg: rptr_empty.bin[1]$_DFF_PN0_ / rptr_empty.rempty$_DFF_PN0_ / 5
hold reg to reg: rptr_empty.rptr[0]$_DFF_PN0_ / r2w_sync.meta[0]$_DFF_PN0_ / 0
max in group clk1: w_valid / fifo_mem.mem[2][1]$_DFFE_PP_ / 4
max in group asynchronous: rrst_n / rptr_empty.bin[0]$_DFF_PN0_ / 1
min in group clk0: w2r_sync.meta[2]$_DFF_PN0_ / w2r_sync.sync[2]$_DFF_PN0_ / 0
min in group asynchronous: wrst_n / wptr_full.wptr[3]$_DFF_PN0_ / 1
## worst register-to-register path, cell delays in order (launching register included)
cell       delay, ps
dfrtp_1          860
ha_1             350
xor2_1           360
xor2_1           130
or3_1            380
a2111oi_2        360
## per-stage QoR
| stage | setup slack, ps | instances | power (W) |
|---|---|---|---|
| global placement | 2073 | 488 | 0.002717 |
| floorplan | 2942 | 288 | 0.002368 |
| finish | 1845 | 522 | 0.003917 |
| global route | 1696 | 522 | 0.004120 |
| CTS | 1794 | 522 | 0.003971 |
| detailed placement | 2046 | 488 | 0.002715 |
No activity file was given, so power comes from the tool's default toggle rates.
